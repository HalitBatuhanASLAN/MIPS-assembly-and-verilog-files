--- /design/flow/design.v ---
module shifter(
	input wire [31:0] a,
	input wire [4:0] shamt,  
	input wire [1:0] mode,  
	output wire [31:0] y
);
assign y = (mode == 2'b00) ? (a << shamt):  
				(mode == 2'b01) ? (a >> shamt) :  
				(mode == 2'b10) ? ($signed(a) >>> shamt) :  
				32'b0;
endmodule
--- /design/flow/run.sh ---
#!/bin/bash
# OpenROAD 26Q1-2900-gdf79404cd8, Yosys 0.63+post, stock flow scripts
make -C /OpenROAD-flow-scripts/flow DESIGN_CONFIG=/design/flow/config.mk WORK_HOME=/design/flow/orfs finish
--- /design/flow/config.mk ---
export PLATFORM = sky130hd
export DESIGN_NAME = shifter
export DESIGN_NICKNAME = shifter
export VERILOG_FILES = /design/flow/design.v
export SDC_FILE = /design/flow/constraint.sdc
export NUM_CORES = 4
export LEC_CHECK = 1
export CORE_UTILIZATION = 30
--- /design/flow/constraint.sdc ---
current_design shifter

set clk_period 6.6
set clk_io_pct 0.2

create_clock -name clk0 -period $clk_period

set non_clock_inputs [all_inputs -no_clocks]
set_input_delay [expr $clk_period * $clk_io_pct] -clock clk0 $non_clock_inputs
set_output_delay [expr $clk_period * $clk_io_pct] -clock clk0 [all_outputs]
==> results.py <==
# Physical implementation metrics
metrics = {
    "synthesis": {
        "synth.cell_area_um2": 3560,
        "yosys.area.top_type_share_pct": 36.7,
        "synth_chip_area_um2": 3560,
        "synth.distinct_cells": 48,
        "ys_cells": 409,
        "syn_avg_cell_area_um2": 8.71,
        "top_cell": "mux4_2",
        "yosysWarnings": 0,
        "postSynthSeqShare_pct": 0,
        "syn_inst": 409,
        "topCellsByArea": "mux4_2, mux2i_1, mux2_2",
        "common_cells": "mux4_2, nor2_1, mux2i_1",
        "top_area_cell": "mux4_2",
    },
    "route": {
        "met3_length_um": 1510,
        "n_antenna_cell": 0,
        "dr.pass1.iters": 23,
        "via_count": 3725,
        "top_layer_used": "met4",
        "wl_per_cell_um": 22.3,
        "drc_errors": 0,
        "drtAntennaViolNets": 0,
        "met1_length_um": 5490,
        "wl_um": 13000,
        "wl_met2_um": 5820,
        "vias_per_cell": 6.39,
        "first_iter_violations": 368,
    },
    "sta": {
        "fin_crit_ns": 5.31,
        "rsz0062_at_grt": "no",
        "setup_viol": 0,
        "finalCritPeriodShare_pct": 80.5,
        "tightest_slew_ns": 0.846,
        "finalSetupTns_ns": 0,
        "hold_viol": 0,
        "relSlewSlack_pct": 43.6,
        "fmax_mhz": 188,
        "maxSlewViolCount": 0,
    },
    "cts": {
        "hold_buffers": 0,
        "cts_resized": 0,
        "postCtsSetupBuffers": 0,
    },
    "hold_path": {
        "hold_path.class": "input pin to primary output",
        "hold_depth": 4,
        "min_from": "shamt[3]",
        "worstHoldEndpoint": "y[25]",
    },
    "placed_design": {
        "dp_hpwl_um": 9710,
        "io_buffers": 71,
        "globalplace.congestion": 0.936,
        "place_area_um2": 4230,
    },
    "setup_path": {
        "crit_type": "input pin to primary output",
        "critical-path-top-delay-family": "buffers and inverters",
        "end_kind": "primary output",
        "timing.critical_path.buf_inv": 3,
        "path_cells": "buf_4 > buf_12 > mux4_2 > nand2_1 > o21ai_0 > a221oi_1 > a21oi_1 > clkdlybuf4s50_1",
        "arrival_ns": 3.99,
        "cp-startpoint": "shamt[0]",
        "critPathLaunchType": "input pin",
        "cp_max_fo": 44,
        "critPathMaxStageDelay_ns": 0.56,
        "cp.required_ns": 5.28,
        "critPathSlowestCell": "mux4_2",
    },
    "layout": {
        "n_clock_buffer": 0,
        "area_growth_pct": 18.6,
        "ff_count": 0,
        "layout-drive-gt1-share_pct": 21.6,
        "fillers": 1177,
        "final_cell_area_um2": 4230,
        "regArea_um2": 0,
    },
    "power_and_ir_drop": {
        "ir_drop_mv": 0.0259,
        "finalPower_w": 0.000353,
        "power.density_nw_per_um2": 83.6,
        "p_leak_nw": 1.44,
    },
    "floorplan": {
        "chipArea_um2": 12300,
        "num_rows": 39,
        "fp-utilization_pct": 30.9,
        "top_level_ports": 71,
        "die_w_um": 111,
        "placeableCoreArea_um2": 11500,
        "die_y_um": 111,
    },
    "flow_run": {
        "cap_violations": 0,
        "tool_warnings": 32,
    },
    "grt": {
        "grt_pass1_vias": 3546,
        "grt_pass1_wl_um": 20700,
        "antenna_found_initial": 0,
        "grt_remaining_overflow": 0,
        "grt_max_degree": 82,
        "grt_usage_pct": 22.0,
    },
    "outcome": {
        "status": "finished, final reports clean",
    },
}
[per-stage QoR]
stage | hold slack, ns | utilization (%) | setup WS (ns) | cells
final | 3.62 | 36.7 | 1.29 | 583
after global routing | 3.66 | 36.7 | 1.09 | 583
after CTS | 3.58 | 36.7 | 1.30 | 583
after detailed placement | 3.61 | 36.7 | 1.31 | 583
after global placement | 3.57 | 36.7 | 1.33 | 583
after floorplan | 2.86 | - | 2.56 | 409
[logic make-up (layout without fill, tap and decap cells)]
family                    count (synthesis)  in the layout  synth area share [%]
xor gates and xnor gates                  1              1                 0.246
AOI/OAI and AO/OA                       103            103                  19.9
buffers and inverters                    53             84                  8.64
and+or+nand+nor                         134            134                  16.5
muxes                                   118            118                  54.7
[final cells by class]
type / count / area, um2 / area share [%]
inverters: 3 / 11.3 / 0.266
multi-input cells: 356 / 3260 / 77.0
well taps: 143 / 179 / 4.23
repair buffers: 81 / 781 / 18.5
[layer usage]
layer | global-route usage [%] | up-vias
li1 | - | 1705
met1 | 32.9 | 1797
met2 | 33.5 | 215
met3 | 5.85 | 8
met4 | 3.01 | 0
met5 | 0 | -
[cells in the final DEF, fill, tap and decap left out, drive strengths merged, types with 2 or more instances in the layout]
cell / Yosys / layout
o32a: 2 / 2
a21oi: 25 / 25
and2: 5 / 5
mux2i: 39 / 39
o22ai: 2 / 2
mux4: 59 / 59
nand3: 11 / 11
o221ai: 8 / 8
a22oi: 6 / 6
a211oi: 5 / 5
nand2: 36 / 36
a211o: 4 / 4
o21a: 2 / 2
o21ai: 17 / 17
o211ai: 12 / 12
mux2: 20 / 20
nand2b: 3 / 3
inv: 2 / 2
or3: 6 / 6
a32oi: 4 / 4
nor3: 13 / 13
and3: 2 / 2
nor2b: 4 / 4
a31oi: 6 / 6
buf: 26 / 14
a2111oi: 2 / 2
clkdlybuf4s50: 0 / 67
nor2: 52 / 52
[power by group]
group	internal, W	switching (W)
Combinational	0.000173	0.000180
Clock	0	0
Sequential	0	0
[worst max path at each step]
| stage | endpoint | depth (start not counted) |
|---|---|---|
| after CTS | y[6] | 8 |
| after global routing | y[1] | 8 |
| final | y[25] | 8 |
