**design/flow/config.mk**
```make
export PLATFORM = sky130hd
export DESIGN_NAME = mips_single_cycle_datapath
export DESIGN_NICKNAME = mips_single_cycle_datapath
export VERILOG_FILES = /design/flow/design.v
export SDC_FILE = /design/flow/constraint.sdc
export NUM_CORES = 4
export LEC_CHECK = 1
export CORE_UTILIZATION = 50
```
**design/flow/design.v**
```verilog
module adder_32bit(
	input wire [31:0] a,
	input wire [31:0] b,
	output wire [31:0] sum,
	output wire carry_out
);
wire [32:0] carry;
assign carry[0] = 1'b0;
genvar i;
generate
	for(i = 0;i<32;i = i + 1) begin : adder
		full_adder_1bit bit_adder(
			.a(a[i]),
			.b(b[i]),
			.cin(carry[i]),
			.sum(sum[i]),
			.cout(carry[i+1])
		);
	end
endgenerate
assign carry_out = carry[32];
endmodule
module alu(
	input wire [31:0] a,
	input wire [31:0] b,  
	input wire [3:0] alu_control,  
	output wire [31:0] result,  
	output wire zero  
);
wire [31:0] add_res, sub_res, or_res, and_res, xor_res, slt_res;
wire carry_adder, carry_subt;
adder_32bit adder_unit(
	.a(a),
	.b(b),
	.sum(add_res),
	.carry_out(carry_adder)
);
subtractor_32bit subtractor_unit(
	.a(a),
	.b(b),
	.difference(sub_res),
	.borrow_out(carry_subtract)
);
genvar i;
generate
	for(i = 0;i<32;i = i+1) begin: logic_unit
		and g1(and_res[i],a[i],b[i]);
		or	g2(or_res[i],a[i],b[i]);
		xor g3(xor_res[i],a[i],b[i]);
	end
endgenerate
assign slt_res[0] = sub_res[31];
generate
	for(i = 1;i<32;i = i + 1) begin: sltLoop
		assign slt_res[i] = 1'b0;
	end
endgenerate
wire [31:0] mux1_out,mux2_out,mux3_out, mux4_out;
mux2to1_32bit mux1(
	.input0(and_res),
	.input1(or_res),
	.select(alu_control[0]),
	.out(mux1_out)
);
mux2to1_32bit mux2(
	.input0(add_res),
	.input1(xor_res),
	.select(alu_control[0]),
	.out(mux2_out)
);
mux2to1_32bit mux3(
	.input0(mux1_out),
	.input1(mux2_out),
	.select(alu_control[1]),
	.out(mux3_out)
);
mux2to1_32bit mux4(
	.input0(sub_res),
	.input1(slt_res),
	.select(alu_control[0]),
	.out(mux4_out)
);
mux2to1_32bit mux_final(
	.input0(mux3_out),
	.input1(mux4_out),
	.select(alu_control[2]),
	.out(result)
);
wire [31:0] or_chain;
assign or_chain[0] = result[0];
generate
  for (i = 1; i < 32; i = i + 1) begin : zero_loop
		or g_z (or_chain[i], or_chain[i-1], result[i]);
  end
endgenerate
not g_not (zero, or_chain[31]);
endmodule
module alu_control(
    input wire [1:0] alu_op,       
    input wire [5:0] funct,        
    output wire [3:0] alu_control  
);
    wire not_op1, not_op0;
    wire op_addi, op_slti, op_rtype, op_logic_imm;
    not (not_op1, alu_op[1]);
    not (not_op0, alu_op[0]);
    and (op_addi, not_op1, not_op0);         
    and (op_slti, not_op1, alu_op[0]);       
    and (op_rtype, alu_op[1], not_op0);      
    and (op_logic_imm, alu_op[1], alu_op[0]);  
    wire not_f2, not_f0;
    not (not_f2, funct[2]);
    not (not_f0, funct[0]);
    assign alu_control[3] = 1'b0;
    wire term_not_xor;
    wire r_sub_slt;
    and (term_not_xor, funct[1], not_f2);    
    and (r_sub_slt, op_rtype, term_not_xor);
    or  (alu_control[2], r_sub_slt, op_slti);
    wire op_any_func_dependent;
    wire term_funct1_or_notf2;
    wire term_arith_logic;
    or  (op_any_func_dependent, op_rtype, op_logic_imm);
    or  (term_funct1_or_notf2, funct[1], not_f2);
    and (term_arith_logic, op_any_func_dependent, term_funct1_or_notf2);
    or  (alu_control[1], op_addi, op_slti, term_arith_logic);
    wire f2_or_f3;
    wire f1_and_others;
    wire term_bit0_funct;
    wire term_bit0_final;
    or  (f2_or_f3, funct[2], funct[3]);
    and (f1_and_others, funct[1], f2_or_f3);
    or  (term_bit0_funct, funct[0], f1_and_others);
    and (term_bit0_final, op_any_func_dependent, term_bit0_funct);
    or  (alu_control[0], op_slti, term_bit0_final);
endmodule
module control_unit(
	input wire [5:0] opcode,
	output wire reg_dst,  
	output wire alu_src,  
	output wire reg_write,  
	output wire [1:0] alu_op
);
wire r_type, addi, andi, ori, xori, slti;
wire [5:0] not_op;
genvar i;
generate
	for(i = 0;i<6;i = i+1) begin: notOp
		not inv(not_op[i],opcode[i]);
	end
endgenerate
and (r_type,not_op[5],not_op[4],not_op[3],not_op[2],not_op[1],not_op[0]);
and (addi,not_op[5],not_op[4],opcode[3],not_op[2],not_op[1],not_op[0]);
and (andi,not_op[5],not_op[4],opcode[3],opcode[2],not_op[1],not_op[0]);
and (ori,not_op[5],not_op[4],opcode[3],opcode[2],not_op[1],opcode[0]);
and (xori,not_op[5],not_op[4],opcode[3],opcode[2],opcode[1],not_op[0]);
and (slti,not_op[5],not_op[4],opcode[3],not_op[2],opcode[1],not_op[0]);
assign reg_dst = r_type;
or (alu_src,addi,andi,ori,xori,slti);
or (reg_write,r_type,addi,andi,ori,xori,slti);
wire andi_ori_xori;
or (andi_ori_xori,andi,ori,xori);
or (alu_op[1],r_type,andi_ori_xori);
or (alu_op[0],slti,andi_ori_xori);
endmodule
module full_adder_1bit(
	input wire a,
	input wire b,
	input wire cin,
	output wire sum,
	output wire cout
);
wire aXORb;
wire a_and_b;
wire cin_and_aXORb;
xor g1(aXORb,a,b);
xor g2(sum,cin,aXORb);
and g3(a_and_b,a,b);
and g4(cin_and_aXORb,cin,aXORb);
or g5(cout,cin_and_aXORb,a_and_b);
endmodule
module mips_single_cycle_datapath(
    input wire clk,
    input wire reset,
    input wire [31:0] instruction,  
    output wire [31:0] alu_result,  
    output wire [31:0] write_data   
);
    wire [5:0] opcode = instruction[31:26];
    wire [4:0] rs     = instruction[25:21];
    wire [4:0] rt     = instruction[20:16];
    wire [4:0] rd     = instruction[15:11];
    wire [5:0] funct  = instruction[5:0];
    wire [15:0] imm16 = instruction[15:0];
    wire reg_dst;
    wire alu_src;
    wire reg_write;
    wire [1:0] alu_op;
    wire [3:0] alu_control_signal;
    wire zero_flag;
    wire [31:0] read_data1;
    wire [31:0] read_data2;
    wire [31:0] sign_ext_imm;
    wire [4:0]  write_reg;       
    wire [31:0] alu_operand_b;   
    assign write_data = alu_result; 
    control_unit ctrl_unit (
        .opcode(opcode),
        .reg_dst(reg_dst),
        .alu_src(alu_src),
        .reg_write(reg_write),
        .alu_op(alu_op)
    );
    mux2to1_5bit mux_reg_dst (
        .input0(rt),
        .input1(rd),
        .select(reg_dst),
        .out(write_reg)
    );
    register_file reg_file (
        .clk(clk),
        .reset(reset),
        .reg_write(reg_write),
        .read_reg1(rs),
        .read_reg2(rt),
        .write_reg(write_reg),    
        .write_data(write_data),  
        .read_data1(read_data1),  
        .read_data2(read_data2)   
    );
    sign_extender sign_ext (
        .immediate_in(imm16),
        .immediate_out(sign_ext_imm)
    );
    mux2to1_32bit mux_alu_src (
        .input0(read_data2),
        .input1(sign_ext_imm),
        .select(alu_src),
        .out(alu_operand_b)
    );
    alu_control alu_ctrl (
        .alu_op(alu_op),
        .funct(funct),
        .alu_control(alu_control_signal)
    );
    alu main_alu (
        .a(read_data1),
        .b(alu_operand_b),        
        .alu_control(alu_control_signal),
        .result(alu_result),      
        .zero(zero_flag)          
    );
endmodule
module mux2to1_1bit(
	input wire i0,
	input wire i1,
	input wire sel,
	output wire out
);
wire not_sel;
wire a,b;
not u1(not_sel,sel);
and u2(a,i0,not_sel);
and u3(b,i1,sel);
or u4(out,a,b);
endmodule
module mux2to1_32bit(
	input wire [31:0] input0,  
	input wire [31:0] input1,  
	input wire select,  
	output wire [31:0] out
);
genvar i;
generate
	for(i = 0;i<32;i = i + 1) begin : mux_loop
		mux2to1_1bit bit_mux(
			.i0(input0[i]),
			.i1(input1[i]),
			.sel(select),
			.out(out[i])
		);
	end
endgenerate
endmodule
module mux2to1_5bit(
    input wire [4:0] input0,  
    input wire [4:0] input1,  
    input wire select,        
    output wire [4:0] out
);
    genvar i;
    generate
        for (i = 0; i < 5; i = i + 1) begin : mux_loop
            mux2to1_1bit mux_inst (
                .i0(input0[i]),
                .i1(input1[i]),
                .sel(select),
                .out(out[i])
            );
        end
    endgenerate
endmodule
module register_file(
	input wire clk,
	input wire reset,
	input wire reg_write,  
	input wire [4:0] read_reg1,  
	input wire [4:0] read_reg2,  
	input wire [4:0] write_reg,  
	input wire [31:0] write_data,
	output wire [31:0] read_data1,
	output wire [31:0] read_data2
);
reg [31:0] registers [31:0];
integer i;
always @(posedge clk) begin
	if (reset) begin
		for(i = 0;i<32;i = i+1) begin
			registers[i] <= 32'b0;
		end
	end
	else if(reg_write)begin
		if(write_reg != 5'b00000) begin
			registers[write_reg] <= write_data;
		end
	end
end
assign read_data1 = (read_reg1 == 5'b0) ? 32'b0 : registers[read_reg1];
assign read_data2 = (read_reg2 == 5'b0) ? 32'b0 : registers[read_reg2];	
endmodule
module sign_extender(
	input wire [15:0] immediate_in,  
	output wire [31:0] immediate_out  
);
assign immediate_out[15:0] = immediate_in[15:0];
genvar i;
generate
	for(i = 16;i<32;i = i + 1) begin:sExt
		assign immediate_out[i] = immediate_in[15];
	end
endgenerate
endmodule
module subtractor_32bit(
	input wire [31:0] a,
	input wire [31:0] b,
	output wire [31:0] difference,
	output wire borrow_out
);
wire [31:0] not_b;
wire [32:0] carry;
genvar i;
generate
	for(i = 0;i<32;i = i +1) begin: inverse
		not inverse (not_b[i],b[i]);
	end
endgenerate
assign carry[0] = 1'b1;
generate
	for (i = 0; i < 32; i = i + 1) begin : sub_loop
		full_adder_1bit fa (
			.a(a[i]),
			.b(not_b[i]),
         .cin(carry[i]),
         .sum(difference[i]),
         .cout(carry[i+1])
			);
   end
endgenerate
assign borrow_out = carry[32];
endmodule
```
**design/flow/constraint.sdc**
```tcl
current_design mips_single_cycle_datapath

set clk_period 28.8
set clk_io_pct 0.2

create_clock -name clk0 -period $clk_period [get_ports {clk}]

set non_clock_inputs [all_inputs -no_clocks]
set_input_delay [expr $clk_period * $clk_io_pct] -clock clk0 $non_clock_inputs
set_output_delay [expr $clk_period * $clk_io_pct] -clock clk0 [all_outputs]
```
**design/flow/run.sh**
```bash
#!/bin/bash
# OpenROAD 26Q1-2900-gdf79404cd8, Yosys 0.63+post, stock flow scripts
make -C /OpenROAD-flow-scripts/flow DESIGN_CONFIG=/design/flow/config.mk WORK_HOME=/design/flow/orfs finish
```
==> qor.log <==
qor: die.floorplan.core_util 0.5052
qor: flow_run.openroad_warning_count 59
qor: placed_design.gp_routability_congestion 1.048
qor: hold_path.min-delay-path-class flop to flop
qor: power.peakVddDrop 56.65 uV
qor: placed_design.number_of_cells_after_detailed_placement 5646
qor: synth.synth_sequential_area_ratio 0.5224
qor: finish.reg.largest.list reg_file.registers: 1024 flops
qor: hold_path.worst_hold_startpoint reg_file.registers[3][6]$_SDFFCE_PN0P_
qor: synth.yosys.area_share.aoi 0.07901
qor: critical_path.critical-path-top-cell-by-count fa_1
qor: hold_path.timing.hold.worst_endpoint reg_file.registers[23][6]$_SDFFCE_PN0P_
qor: placed_design.place_hpwl 148900 um
qor: synth.largest_area_cell edfxtp_1
qor: synth.synth-adder-area-share 0.03422
qor: critical_path.critPathMaxStageDelay 0.51 ns
qor: die.die_area 119100 um^2
qor: global_route.number_of_antenna_violations_at_the_first_check_in_global_routing 10
qor: final_timing.tightestPinTransition 0.9653 ns
qor: die.die.size.y 345.1 um
qor: die.number_of_top_level_pins 98
qor: global_route.grt_usage 0.4615
qor: clock_tree.cts.htree.levels 3
qor: synth.synth-edff-count 1024
qor: critical_path.ff2ff_setup_slack 11.80 ns
qor: critical_path.path_max_fanout 3
qor: synth.yosys_warnings 2
qor: synth.synthCells 4320
qor: global_route.grt_overflow 0
qor: clock_tree.tritoncts.num_buffers 113
qor: critical_path.cp_data_required_time 23.04 ns
qor: power.seq_power_share 0.411
qor: clock_tree.clk_transition_reported_paths 0.06 ns
qor: clock_tree.holdBufCountCts 0
qor: synth.top_cell edfxtp_1
qor: power.sw_frac_of_total 0.3107
qor: synth.netlist.area_leader.share 0.5224
qor: final_timing.timing.final.crit_share 0.9848
qor: final_timing.setup_violations 0
qor: synth.synth_area 58860 um^2
qor: finish.area_growth 12.48%
qor: final_timing.hold_viol 0
qor: critical_path.reg2reg_depth 40
qor: finish.final_cell_count_no_fill 5855
qor: synth.ys.flop_type edfxtp_1
qor: route.num_vias 43520
qor: synth.ys.flops 1024
qor: final_timing.fin_setup_tns 0 ns
qor: global_route.first_global_vias 45770
qor: final_timing.grt_setup_unrepaired false
qor: power.comb_power_share 0.246
qor: synth.synthMuxAreaShare 0.2158
qor: power.p_sw 1.299 mW
qor: synth.synth_stat.cells 4320
qor: clock_tree.cts_root_buf clkbuf_16
qor: die.design.core.area 116500 um^2
qor: final_timing.finalMaxSlewViolations 0
qor: placed_design.numPortBuffers 97
qor: clock_tree.post-cts-setup-buffer-count 0
qor: route.wl_per_cell 42.19 um
qor: finish.postLayoutCoreUtil 0.5682
qor: clock_tree.clkSinkCount 1024
qor: power.power.leakage 22.99 nW
qor: clock_tree.clock_insertion_delay_worst_skew 0.75 ns
qor: final_timing.final.hold.worst_slack 1.750 ns
qor: finish.drive_above_1_share 0.2627
qor: global_route.grt_start_max_net_pins 75
qor: critical_path.startpoint_type input port
qor: flow_run.maxCapViolations 0
qor: route.drtPass1Iterations 6
qor: route.postRouteAntennaNets 0
qor: clock_tree.tritoncts done
qor: route.detail_route.iter0.violations 3439
qor: synth.postSynthAreaPerCell 13.63 um^2
qor: power.power-per-cell-area 63.16 nW/um^2
qor: synth.topCellsByArea edfxtp_1 (52%), mux4_2 (18%), nor3_1 (7.3%)
qor: power.report.power.total 4.181 mW
qor: route.remaining_drc_errors 0
qor: final_timing.max_freq 35.26 MHz
qor: finish.regMostFlops reg_file.registers
qor: synth.post_synth_most_frequent_cells edfxtp_1 (1024), nor3_1 (859), mux4_2 (459), clkbuf_1 (426), a21oi_1 (225)
qor: synth.synth-area-yosys 58860 um^2
qor: critical_path.critPathSlowestCell or3_2
qor: die.rows 125
qor: synth.synth_cell_types 71
qor: critical_path.r2r_end reg_file.registers[18][31]$_SDFFCE_PN0P_
qor: status.outcome complete, no violations
qor: critical_path.cp_data_arrival_time 22.60 ns
qor: critical_path.timing_worst_setup_path_type input port to primary output
qor: finish.largest_register_ff_count 1024
qor: clock_tree.ctsLongestPathBuffers 3
qor: die.die.size.x 345.1 um
qor: synth.simple_gate_share 0.1020
qor: route.detail_route.wirelength 247000 um
qor: route.drt-vias-per-instance 7.433
qor: global_route.wire_length_of_the_first_global_routing_pass 343600 um
qor: final_timing.final.setup_skew 0.04802 ns
qor: power.clkPwrFrac 0.344
qor: synth.synth_async_sr_flop_share 0
qor: hold_path.worstHoldPathCells 10
qor: power.internal_power 2.882 mW
qor: final_timing.post-route-min-period 28.36 ns
qor: synth.ys_top_logic_family multiplexers
qor: final_timing.max-slew-margin-rel 0.3497
qor: synth.post_synth_xor_area_fraction 0.0001488
qor: critical_path.r2r_start reg_file.registers[24][0]$_SDFFCE_PN0P_
qor: critical_path.critical_path.endpoint_type primary output
## area by class of cell
cell class	count	area, um^2
antenna	7	17.52
clock buffer	131	2959
clock inverter	71	641.9
fill	9205	50310
inverter	25	93.84
multi-input combinational	2689	26610
sequential	1024	30750
tap	1524	1907
timing repair buffer	384	3228
## power by group through the flow
stage / Clock, mW / Combinational, mW / Sequential, mW
CTS: 1.44 / 1.00 / 1.72
global route: 1.50 / 1.07 / 1.72
finish: 1.44 / 1.03 / 1.72
## per-layer routing
layer	up-vias	wire length, um	track usage	part of all wire
li1	17270	-	-	-
met1	21290	72780	0.5425	0.29
met2	3972	104400	0.5988	0.42
met3	936	51390	0.3851	0.21
met4	46	17430	0.2369	0.071
met5	-	1055	0.07043	0.0043
## worst max-delay path, delay by kind of cell
kind                     cells  cell delay [ns]
XOR/XNOR                     1             0.21
AND-OR/OR-AND                1             0.23
buffers and inverters        3             0.93
adder cells (fa/ha/maj)     31            13.91
multiplexers                 1             0.37
AND/OR/NAND/NOR              4             1.17
## cells in the final DEF (no fill, tap or decap), types with 13 or more instances in the layout
cell type	Yosys	final
nor3_1	859	857
fa_1	60	51
a21oi_2	0	14
mux4_2	459	459
o21ai_0	24	23
nand2b_4	0	19
nand2_2	0	14
or3_1	18	16
nand3_4	0	14
nor2_1	51	48
a2bb2oi_2	0	15
o22ai_1	49	49
o211ai_1	21	21
a22oi_1	44	44
clkdlybuf4s50_1	0	86
a21o_1	14	14
a211oi_4	0	13
ha_1	65	65
conb_1	1	32
clkinv_2	0	23
edfxtp_1	1024	1024
o221ai_1	49	46
mux2i_1	180	179
a21oi_1	225	211
inv_1	24	24
clkbuf_1	426	15
buf_4	64	282
a2111oi_4	0	14
clkinv_1	1	28
a221oi_1	22	22
nand4b_1	33	33
clkbuf_16	0	116
a211oi_1	71	57
mux2_2	50	49
nand2_1	90	76
nand3_1	53	34
## timing repair
item / 4_1_cts / 5_1_grt
pin swaps: 0 / 1
resized: 12 / 5
setup endpoints to repair: 6 / 6
## worst max-delay path by stage
| stage | startpoint | end | cells after the start |
|---|---|---|---|
| final | instruction[18] | alu_result[0] | 41 |
| after global routing | instruction[18] | write_data[0] | 41 |
| after CTS | instruction[18] | alu_result[0] | 41 |
## logic make-up (layout without fill, tap and decap cells)
group / after synthesis / after routing
and+or+nand+nor: 1179 / 1179
DFF: 1024 / 1024
buffers and inverters: 638 / 611
AOI/OAI and AO/OA: 663 / 663
xor gates and xnor gates: 1 / 1
adders and majority gates: 125 / 125
muxes: 689 / 689
other: 1 / 39
## metrics by stage
stage	instance area (um^2)	setup WS, ns
after floorplan	58980	0.2774
after global placement	62540	-0.6370
after detailed placement	62540	-0.6827
after CTS	66180	0.01581
after global routing	66190	0.05680
final	66210	0.4373
Power is estimated from default activity; no workload was simulated.
