File: design/flow/config.mk
export PLATFORM = sky130hd
export DESIGN_NAME = seq_multiplier
export DESIGN_NICKNAME = seq_multiplier
export VERILOG_FILES = /design/flow/design.v
export SDC_FILE = /design/flow/constraint.sdc
export NUM_CORES = 4
export LEC_CHECK = 1
export CORE_UTILIZATION = 50
File: design/flow/constraint.sdc
current_design seq_multiplier

set clk_period 25.7
set clk_io_pct 0.2

create_clock -name clk0 -period $clk_period [get_ports {clk}]

set non_clock_inputs [all_inputs -no_clocks]
set_input_delay [expr $clk_period * $clk_io_pct] -clock clk0 $non_clock_inputs
set_output_delay [expr $clk_period * $clk_io_pct] -clock clk0 [all_outputs]
File: design/flow/design.v
module add2N #(
    parameter N = 32
)(
    input  wire [2*N-1:0] a,
    input  wire [2*N-1:0] b,
    output wire [2*N-1:0] y
);
    assign y = a + b;
endmodule
module down_counter #(
    parameter W = 6  
)(
    input  wire clk,
    input  wire rst,
    input  wire load,
    input  wire dec,
    input  wire [W-1:0] init_val,
    output wire is_zero,
    output reg  [W-1:0] value
);
    assign is_zero = (value == 0);
    always @(posedge clk) begin
        if (rst) begin
            value <= 0;
        end else if (load) begin
            value <= init_val;
        end else if (dec) begin
            value <= value - 1;
        end
    end
endmodule
module mul_control (
    input  wire clk,
    input  wire rst,
    input  wire start,
    input  wire cnt_zero,
    input  wire lsb_is_one,
    output reg  ld_operands,
    output reg  clr_product,
    output reg  add_enable,
    output reg  shift_enable,
    output reg  cnt_load,
    output reg  cnt_dec,
    output reg  sel_add_src,  
    output reg  busy,
    output reg  done
);
    localparam [1:0] 
        IDLE = 2'b00,
        LOAD = 2'b01,
        RUN  = 2'b10,
        DONE = 2'b11;
    reg [1:0] state, next_state;
    always @(posedge clk) begin
        if (rst) 
            state <= IDLE;
        else 
            state <= next_state;
    end
    always @* begin
        next_state = state;
        case (state)
            IDLE: begin
                if (start && !busy) next_state = LOAD;
                else        next_state = IDLE;
            end
            LOAD: begin
                next_state = RUN;
            end
            RUN: begin
                if (cnt_zero) next_state = DONE;
                else          next_state = RUN;
            end
            DONE: begin
                next_state = IDLE;
            end
            default: next_state = IDLE;
        endcase
    end
    always @* begin
        ld_operands  = 0;
        clr_product  = 0;
        add_enable   = 0;
        shift_enable = 0;
        cnt_load     = 0;
        cnt_dec      = 0;
        sel_add_src  = 0;  
        done         = 0;
        busy         = 1;  
        case (state)
            IDLE: begin
                busy = 0;  
            end
            LOAD: begin
                ld_operands = 1;
                clr_product = 1;
                cnt_load    = 1;
            end
            RUN: begin
                if (lsb_is_one) begin
                    add_enable = 1;
                end
                shift_enable = 1;
                cnt_dec      = 1;
            end
            DONE: begin
                done = 1;
                busy = 0;
            end
        endcase
    end
endmodule
module mul_datapath #(
    parameter N = 32
)(
    input  wire clk,
    input  wire rst,
    input  wire ld_operands,
    input  wire clr_product,
    input  wire add_enable,
    input  wire shift_enable,
    input  wire cnt_load,
    input  wire cnt_dec,
    input  wire sel_add_src,  
    output wire cnt_zero,
    output wire lsb_is_one,
    input  wire [N-1:0] multiplicand_in,
    input  wire [N-1:0] multiplier_in,
    output wire [2*N-1:0] product_out
);
    reg [2*N-1:0] mcand_reg;  
    reg [N-1:0]   mplier_reg;  
    reg [2*N-1:0] prod_reg;    
    wire [2*N-1:0] sum_result;
    wire [5:0]     cnt_value;  
    assign product_out = prod_reg;
    assign lsb_is_one  = mplier_reg[0];
    add2N #(.N(N)) adder_inst (
        .a(prod_reg),
        .b(mcand_reg),
        .y(sum_result)
    );
    down_counter #(.W(6)) counter_inst (
        .clk(clk),
        .rst(rst),
        .load(cnt_load),
        .dec(cnt_dec),
        .init_val(6'd32),  
        .is_zero(cnt_zero),
        .value(cnt_value)
    );
    always @(posedge clk) begin
        if (rst) begin
            mcand_reg  <= 0;
            mplier_reg <= 0;
            prod_reg   <= 0;
        end else begin
            if (ld_operands) begin
                mcand_reg  <= { {N{1'b0}}, multiplicand_in };  
                mplier_reg <= multiplier_in;
            end
            if (clr_product) begin
                prod_reg <= 0;
            end
            if (add_enable) begin
                prod_reg <= sum_result; 
            end
            if (shift_enable) begin
                mcand_reg  <= mcand_reg << 1;
                mplier_reg <= mplier_reg >> 1;
            end
        end
    end
endmodule
module seq_multiplier #(
    parameter N = 32
)(
    input  wire clk,
    input  wire rst,
    input  wire start,
    input  wire [N-1:0] multiplicand,
    input  wire [N-1:0] multiplier,
    output wire [2*N-1:0] product,
    output wire busy,
    output wire done
);
    wire ld_operands;
    wire clr_product;
    wire add_enable;
    wire shift_enable;
    wire cnt_load;
    wire cnt_dec;
    wire sel_add_src;  
    wire cnt_zero;
    wire lsb_is_one;
    mul_control ctrl_inst (
        .clk(clk),
        .rst(rst),
        .start(start),
        .cnt_zero(cnt_zero),
        .lsb_is_one(lsb_is_one),
        .ld_operands(ld_operands),
        .clr_product(clr_product),
        .add_enable(add_enable),
        .shift_enable(shift_enable),
        .cnt_load(cnt_load),
        .cnt_dec(cnt_dec),
        .sel_add_src(sel_add_src),
        .busy(busy),
        .done(done)
    );
    mul_datapath #(.N(N)) dp_inst (
        .clk(clk),
        .rst(rst),
        .ld_operands(ld_operands),
        .clr_product(clr_product),
        .add_enable(add_enable),
        .shift_enable(shift_enable),
        .cnt_load(cnt_load),
        .cnt_dec(cnt_dec),
        .sel_add_src(sel_add_src),
        .cnt_zero(cnt_zero),
        .lsb_is_one(lsb_is_one),
        .multiplicand_in(multiplicand),
        .multiplier_in(multiplier),
        .product_out(product)
    );
endmodule
File: design/flow/run.sh
#!/bin/bash
# OpenROAD 26Q1-2900-gdf79404cd8, Yosys 0.63+post, stock flow scripts
make -C /OpenROAD-flow-scripts/flow DESIGN_CONFIG=/design/flow/config.mk WORK_HOME=/design/flow/orfs finish
==> impl_metrics.env <==
# flow metrics
export IMPL_status="finished clean"
export IMPL_cts_hold_buf=0
export IMPL_cpPeakStageDelay_ps=740
export IMPL_synth_warnings=3
export IMPL_synth_stat_cells=1303
export IMPL_drt_pass1_iter_count=8
export IMPL_postSynthSeqShare=0.340
export IMPL_edf_count=0
export IMPL_first_iter_violations=424
export IMPL_fmax_mhz=148
export IMPL_core_area_mm2=0.0195
export IMPL_start_kind="input pin"
export IMPL_cts_buffer_depth=2
export IMPL_end_kind="flip-flop"
export IMPL_hold_path_class="flip-flop to flip-flop"
export IMPL_tritoncts="yes"
export IMPL_synth_top_cell_by_area="dfxtp_1"
export IMPL_synth_cells=1303
export IMPL_dieArea_mm2=0.0206
export IMPL_finalWirelength_um=25700
export IMPL_synthArstFlopShare=0
export IMPL_grt_pass1_vias=8670
export IMPL_dr_total_vias=9375
export IMPL_rows=51
export IMPL_cts_sink_count=170
export IMPL_leakagePower_nw=4.78
export IMPL_crit_top_cell="buf_4"
export IMPL_gp_congestion=0.915
export IMPL_grt_total_usage=0.261
export IMPL_syn_area_mm2=0.0100
export IMPL_cp_slowest_cell="buf_4"
export IMPL_rsz0062_at_grt="false"
export IMPL_criticalPathCategory="input pin to flip-flop"
export IMPL_worstPathCellList="buf_4, buf_4, buf_4, nor2_1, a32oi_1, nand3b_1"
export IMPL_fp_util=0.513
export IMPL_min_period_ps=6770
export IMPL_cts_resized=0
export IMPL_fin_crit_sh=0.263
export IMPL_cts_buffers=17
export IMPL_dpl_hpwl_um=17900
export IMPL_antenna_found_initial=0
export IMPL_ff_type="dfxtp_1"
export IMPL_netlist_area_leader_share=0.340
export IMPL_post_cts_setup_buffers=0
export IMPL_crit_buf_inv=3
export IMPL_top_cells_by_area="dfxtp_1 34%, nand2_1 8.9%, ha_1 8.1%"
export IMPL_io_buffers=132
export IMPL_clk_pin_slew_ps=70
export IMPL_synth_flop_count=170
export IMPL_setup_viol=0
export IMPL_htreeDepth=4
export IMPL_final_hold_viol_count=0
export IMPL_pin_count=133
export IMPL_crit_family="buffers and inverters"
export IMPL_synth_cell_type_count=65
export IMPL_slew_violations=0
export IMPL_cts_root_buf="clkbuf_16"
export IMPL_grt_max_degree=70
export IMPL_routedWlPerCell_um=15.5
export IMPL_n_antenna_cell=0
export IMPL_ant_nets=0
export IMPL_finalSetupTns_ps=0
export IMPL_cp_max_fo=69
export IMPL_drcViolationCount=0
export IMPL_die_w_um=144
export IMPL_maxSlewHeadroom=0.453
export IMPL_required_ps=26010
export IMPL_max_cap_violations=0
export IMPL_arrival_ps=7070
export IMPL_skew_ps=13.8
export IMPL_area_growth_syn_to_layout_pct=20.1
export IMPL_clk_latency_ps=430
export IMPL_warnings=27
export IMPL_grt_pass1_wl_um=42600
export IMPL_drive_above_1_share=0.0496
export IMPL_peakVddDrop_mv=0.0435
export IMPL_synth_avg_cell_area_um2=7.68
export IMPL_hold_slack_ps=470
export IMPL_die_height_um=144
export IMPL_power_density_mw_per_mm2=52.5
export IMPL_overflow=0
export IMPL_viasPerCell=5.66
export IMPL_worstMarginPinSlew_ps=820
export IMPL_yosys_area_mm2=0.0100
export IMPL_utilization=0.616
## cell type report
type / count / area, um2
sequential: 170 / 3400
multi-input combinational: 1031 / 6240
clock inverter: 12 / 126
clock buffer: 20 / 467
inverter: 14 / 52.6
timing repair buffer: 143 / 1400
tap: 265 / 332
fill: 1743 / 7500
## final timing paths
path,endpoint,slack (ps),cells after the start,start
worst max register to register,dp_inst.prod_reg[48]$_SDFFE_PP0P_,22610,12,dp_inst.prod_reg[25]$_SDFFE_PP0P_
worst min-delay path,dp_inst.prod_reg[45]$_SDFFE_PP0P_,470,2,dp_inst.prod_reg[45]$_SDFFE_PP0P_
worst max-delay path,dp_inst.prod_reg[57]$_SDFFE_PP0P_,18930,6,rst
worst min register to register,dp_inst.prod_reg[45]$_SDFFE_PP0P_,470,2,dp_inst.prod_reg[45]$_SDFFE_PP0P_
## cell usage in the layout (no fill, tap or decap), types with 6 or more instances in the layout
master,count
clkdlybuf4s50_1,131
clkbuf_16,17
a21o_1,43
a31oi_1,14
ha_1,65
xor2_1,29
a311oi_1,63
nand4_1,19
xnor2_1,34
nor3_1,11
nand3_1,37
o21ai_0,35
inv_1,14
o21ai_1,32
nor2_1,161
buf_4,12
and3_1,6
dfxtp_1,170
a22oi_1,32
nand2b_1,11
nand2_1,237
o21bai_1,11
a21oi_1,102
inv_6,6
nor2b_1,10
## Yosys cell counts (all sizes together), types with 4 or more instances
cell and count:
a211oi 6, a21o 44, a21oi 105, a22oi 32, a311oi 63, a31oi 14
and2 5, and3 6, buf 9, clkbuf 79, dfxtp 170, ha 65
inv 14, nand2 237, nand2b 11, nand3 38, nand4 19, nor2 163
nor2b 10, nor3 14, nor4 5, o211ai 6, o21ai 69, o21bai 12
o31ai 4, or3 4, xnor2 34, xor2 29
## layer usage
metal  wire (um)  GRT usage  up-vias
met3        1040     0.0319       20
met4         314     0.0286        0
met2       11100      0.394      218
met1       13100      0.419     4334
met5           0          0        -
li1            -          -     4803
## report_power, final
part	leakage [nW]	switching (mW)	internal, mW	total, mW
Combinational	3.11	0.0514	0.0342	0.0856
Clock	0.287	0.115	0.144	0.259
Sequential	1.38	0.00988	0.277	0.287
Total	4.78	0.176	0.455	0.631
## metrics by stage
step	setup WS, ps	power, mW	instance area [um2]	instances
final	18930	0.631	12000	1655
after floorplan	19470	0.349	10000	1303
after global routing	18770	0.658	12000	1655
after global placement	18510	0.378	11400	1623
after detailed placement	18480	0.378	11400	1623
after CTS	18930	0.635	12000	1655
## cell families after synthesis
| group | count (synthesis) | share of synthesized area |
|---|---|---|
| fa+ha+maj | 66 | 0.0832 |
| xor+xnor | 63 | 0.0551 |
| flops | 170 | 0.340 |
| buf+inv | 102 | 0.0389 |
| mux | 3 | 0.00300 |
| compound gates | 379 | 0.259 |
| simple gates | 520 | 0.220 |
## tightest hold or removal path, delay by kind of cell (launching register included)
family / cells / cell delay (ps)
and+or+nand+nor: 1 / 50
DFF: 1 / 330
AOI/OAI and AO/OA: 1 / 50
Power and IR drop assume default switching activity.
